File: design/flow/run.sh
#!/bin/bash
# OpenROAD 26Q1-2900-gdf79404cd8, Yosys 0.63+post, stock flow scripts
make -C /OpenROAD-flow-scripts/flow DESIGN_CONFIG=/design/flow/config.mk WORK_HOME=/design/flow/orfs finish
File: design/flow/config.mk
export PLATFORM = sky130hd
export DESIGN_NAME = btb_array
export DESIGN_NICKNAME = btb_array
export VERILOG_FILES = /design/flow/design.v
export SDC_FILE = /design/flow/constraint.sdc
export NUM_CORES = 4
export LEC_CHECK = 1
export CORE_UTILIZATION = 50
export SYNTH_MEMORY_MAX_BITS = 65536
File: design/flow/constraint.sdc
current_design btb_array

set clk_period 37.4
set clk_io_pct 0.2

create_clock -name clk0 -period $clk_period [get_ports {clk}]

set non_clock_inputs [all_inputs -no_clocks]
set_input_delay [expr $clk_period * $clk_io_pct] -clock clk0 $non_clock_inputs
set_output_delay [expr $clk_period * $clk_io_pct] -clock clk0 [all_outputs]
File: design/flow/design.v
package rv32i_types;
typedef enum bit [6:0] {
	op_lui   = 7'b0110111,  
	op_auipc = 7'b0010111,  
	op_jal   = 7'b1101111,  
	op_jalr  = 7'b1100111,  
	op_br    = 7'b1100011,  
	op_load  = 7'b0000011,  
	op_store = 7'b0100011,  
	op_imm   = 7'b0010011,  
	op_reg   = 7'b0110011,  
	op_csr   = 7'b1110011   
} rv32i_opcode;
typedef enum bit [2:0] {
	beq  = 3'b000,
	bne  = 3'b001,
	blt  = 3'b100,
	bge  = 3'b101,
	bltu = 3'b110,
	bgeu = 3'b111
} branch_funct3_t;
typedef enum bit [2:0] {
	lb  = 3'b000,
	lh  = 3'b001,
	lw  = 3'b010,
	lbu = 3'b100,
	lhu = 3'b101
} load_funct3_t;
typedef enum bit [2:0] {
	sb = 3'b000,
	sh = 3'b001,
	sw = 3'b010
} store_funct3_t;
typedef enum bit [2:0] {
	add  = 3'b000,  
	sll  = 3'b001,
	slt  = 3'b010,
	sltu = 3'b011,
	axor = 3'b100,
	sr   = 3'b101,  
	aor  = 3'b110,
	aand = 3'b111
} arith_funct3_t;
typedef enum bit [2:0] {
	alu_add = 3'b000,
	alu_sll = 3'b001,
	alu_sra = 3'b010,
	alu_sub = 3'b011,
	alu_xor = 3'b100,
	alu_srl = 3'b101,
	alu_or  = 3'b110,
	alu_and = 3'b111
} alu_ops;
typedef logic [31:0] rv32i_word;
typedef logic [4:0] rv32i_reg;
typedef logic [3:0] rv32i_mem_wmask;
typedef struct packed {
	rv32i_opcode opcode;
	logic [2:0] alumux_sel;
	logic [2:0] alumux2_sel;
	logic [1:0] exoutmux_sel;
	alu_ops aluop;
	branch_funct3_t cmpop;
	logic is_branch;
	logic is_jump;
	logic is_jalr;
	logic write_data;
	logic read_data;
	logic [3:0] write_mask;
	logic [2:0] load_type;
	logic wbmux_sel;
	logic load_regfile;
	logic instr_type_load;  
	logic instr_type_store;  
	logic forwarding_exempt;
} rv32i_control_word;
endpackage : rv32i_types
module btb_array #(parameter width = 256, parameter height = 5)
(
    input clk,
    input write,
    input [4:0] index,
    input [width-1:0] datain,
    output logic [width-1:0] dataout
);
logic [width-1:0] data [2**height-1:0];  
initial
begin
    for (int i = 0; i < $size(data); i++)
    begin
        data[i] = 1'b0;
    end
end
always_ff @(posedge clk)
begin
    if (write == 1)
    begin
        data[index] = datain;
    end
end
assign dataout = data[index];
endmodule : btb_array
==> results_dict.tcl <==
# yosys + openroad results
set metrics [dict create \
    status "finished clean" \
    switching_power_mw 4.04 \
    wl_per_cell_um 33.4 \
    max_clock_freq_ghz 0.0440 \
    dr_total_vias 160000 \
    warning_count 26 \
    setup_slack_ns 14.67 \
    hp-start "datain[56]" \
    common_cells "edfxtp_1, mux2i_1, o22ai_1, buf_2, nor4_1" \
    hold-path-cell-count 1 \
    rows 288 \
    synth.most_common_cell "edfxtp_1" \
    ys_top_cells_by_area "edfxtp_1, mux2i_1, o22ai_1, nor4_1, buf_2" \
    dp_slack_ns 14.77 \
    fin_hold_ws_ns 7.00 \
    p_clk_share_pct 41.1 \
    crit_fanout 89 \
    slew_violations 0 \
    drc_errors 0 \
    synth_cells 16100 \
    firstDrtPassIters 5 \
    largest_register_ffs 8192 \
    edf_count 8192 \
    grt_pass1_vias 166000 \
    async_flop_share_pct 0 \
    ctsResizeCount 0 \
    period_needed_ns 22.73 \
    top_cell_area_share_pct 79.5 \
    die_w_um 788 \
    syn2layout_area_growth_pct 14.0 \
    yosysSeqAreaShare_pct 79.5 \
    p_per_area_nw_per_um2 53.7 \
    ir_drop_v 0.0000527 \
    cts.clk_slew.worst_paths_ns 0.06 \
    core_um2 615000 \
    worstMarginPinSlew_ns 1.03 \
    hp-class "input pin to register" \
    combPwrFrac_pct 4.8 \
    synth_stat.cells 16100 \
    rsz0062_at_grt "no" \
    track_usage_pct 31.3 \
    antenna_found_initial 70 \
    synth_top_cell_by_area "edfxtp_1" \
    avgSynthCellArea_um2 19.2 \
    routed_wl_um 877000 \
    end_kind "output port" \
    drt-initial-drc-count 10700 \
    setup-tns-final_ns 0 \
    cts_buffer_depth 4 \
    htree_levels 6 \
    drive_above_1_share_pct 11.0 \
    cts_buffers 811 \
    hold_buffers 0 \
    yosysUniqueCellTypes 21 \
    dp_cells 24700 \
    grt_pass1_wl_um 1230000 \
    path_class "input pin to output port" \
    placed_cell_area_um2 327000 \
    die-area_um2 622000 \
    cts_tree "yes" \
    nFillCells 44700 \
    grt_max_degree 94 \
    worst_ep_arrival_time_ns 15.25 \
    p_seq_share_pct 54.1 \
    fin_area_um2 352000 \
    initial_utilization_pct 50.2 \
    ys_warn_count 1 \
    clock_sinks 8192 \
    ys.flops 8192 \
    ff_type "edfxtp_1" \
    cp.required_ns 29.92 \
    cp-start-kind "input pin" \
    yosys_area_um2 309000 \
    cts_root_buf "clkbuf_16" \
    maxSlewHeadroom_pct 31.4 \
    switching_share_pct 21.3 \
    finalCritPeriodShare_pct 60.8 \
    post-cts-setup-buffers 0 \
    stdcell_count 26200 \
    hold_violations 0 \
    setup_viol 0 \
    drv_cap 0 \
    p_total_mw 18.9 \
    worstSetupStartpoint "index[1]" \
    place_hpwl_um 483000 \
    place.gp.congestion 0.842 \
    port-buffer-count 518 \
    ios 519 \
    die_h_um 788 \
    syn-cell-area_um2 309000 \
    ant_nets 0 \
    post-route-util_pct 57.3 \
    p_int_mw 14.9 \
    avgViaCountPerCell 6.11 \
    gr-total-overflow 0 \
    leakagePower_nw 122 \
]
==> kinds of logic (layout without fill, tap and decap cells) <==
family / count (synthesis) / count (layout) / share of synthesized area (%)
AOI/OAI and AO/OA: 2048 / 2048 / 4.14
buffers and inverters: 924 / 2887 / 1.59
DFF: 8192 / 8192 / 79.5
muxes: 4096 / 4096 / 13.3
other: 0 / 40 / 0
and+or+nand+nor: 829 / 829 / 1.46
==> worst max-delay path, stage by stage <==
cell	delay, ns
buf_16	0.35
buf_4	0.65
buf_4	0.73
buf_4	0.60
buf_12	0.47
buf_4	0.72
buf_4	0.71
buf_4	0.68
buf_4	0.66
mux2i_1	0.27
o22ai_1	0.12
nor4_1	0.55
nand2_1	0.15
clkdlybuf4s50_1	0.43
==> layout make-up <==
class | instances | area [µm²] | area share [%]
clock buffers | 1015 | 21200 | 6.01
flip-flops and latches | 8192 | 246000 | 69.8
well taps | 8120 | 10200 | 2.88
repair buffers | 1408 | 12200 | 3.45
multi-input cells | 6973 | 58700 | 16.7
clock inverters | 464 | 4170 | 1.18
diodes | 40 | 100 | 0.0284
==> worst paths after layout <==
kind / to
worst min-delay path: data[1][56]
worst max-delay path: dataout[128]
==> placed cells by master (no fill, tap or decap), types with 2 or more instances in the layout <==
| master | netlist | layout |
|---|---|---|
| nand2_1 | 258 | 258 |
| nand3b_1 | 4 | 4 |
| clkinv_4 | 0 | 2 |
| clkinv_16 | 0 | 19 |
| buf_12 | 0 | 22 |
| diode_2 | 0 | 40 |
| clkbuf_1 | 183 | 199 |
| nor2_4 | 0 | 28 |
| nor4_1 | 512 | 512 |
| buf_4 | 14 | 868 |
| clkinv_8 | 0 | 12 |
| o22ai_1 | 2048 | 2048 |
| inv_8 | 0 | 2 |
| nor3_2 | 0 | 4 |
| or4b_4 | 0 | 4 |
| nand4bb_4 | 0 | 6 |
| nand3_1 | 2 | 2 |
| nand4b_1 | 4 | 4 |
| clkdlybuf4s50_1 | 0 | 517 |
| clkbuf_16 | 0 | 816 |
| inv_6 | 0 | 11 |
| clkinvlp_4 | 0 | 12 |
| inv_16 | 0 | 15 |
| clkinv_2 | 0 | 119 |
| or3b_2 | 3 | 3 |
| bufinv_16 | 0 | 48 |
| mux2i_1 | 4096 | 4096 |
| edfxtp_1 | 8192 | 8192 |
| clkinv_1 | 0 | 224 |
==> routing by layer <==
layer | vias up | wire length (µm) | global-route usage, %
met5 | - | 626 | 0.771
met1 | 79300 | 284000 | 41.0
met4 | 46 | 35600 | 9.70
li1 | 68800 | - | -
met2 | 10400 | 410000 | 44.6
met3 | 1694 | 147000 | 22.2
==> power groups by stage <==
stage | Sequential, mW | Clock, mW | Combinational (mW)
after global routing | 10.2 | 8.23 | 0.975
final | 10.2 | 7.78 | 0.914
after CTS | 10.2 | 7.89 | 0.921
No activity file was given, so power comes from the tool's default toggle rates.
