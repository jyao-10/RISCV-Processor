==> ./design.v <==
package rv32i_types;
typedef enum bit [6:0] {
	op_lui   = 7'b0110111,  
	op_auipc = 7'b0010111,  
	op_jal   = 7'b1101111,  
	op_jalr  = 7'b1100111,  
	op_br    = 7'b1100011,  
	op_load  = 7'b0000011,  
	op_store = 7'b0100011,  
	op_imm   = 7'b0010011,  
	op_reg   = 7'b0110011,  
	op_csr   = 7'b1110011   
} rv32i_opcode;
typedef enum bit [2:0] {
	beq  = 3'b000,
	bne  = 3'b001,
	blt  = 3'b100,
	bge  = 3'b101,
	bltu = 3'b110,
	bgeu = 3'b111
} branch_funct3_t;
typedef enum bit [2:0] {
	lb  = 3'b000,
	lh  = 3'b001,
	lw  = 3'b010,
	lbu = 3'b100,
	lhu = 3'b101
} load_funct3_t;
typedef enum bit [2:0] {
	sb = 3'b000,
	sh = 3'b001,
	sw = 3'b010
} store_funct3_t;
typedef enum bit [2:0] {
	add  = 3'b000,  
	sll  = 3'b001,
	slt  = 3'b010,
	sltu = 3'b011,
	axor = 3'b100,
	sr   = 3'b101,  
	aor  = 3'b110,
	aand = 3'b111
} arith_funct3_t;
typedef enum bit [2:0] {
	alu_add = 3'b000,
	alu_sll = 3'b001,
	alu_sra = 3'b010,
	alu_sub = 3'b011,
	alu_xor = 3'b100,
	alu_srl = 3'b101,
	alu_or  = 3'b110,
	alu_and = 3'b111
} alu_ops;
typedef logic [31:0] rv32i_word;
typedef logic [4:0] rv32i_reg;
typedef logic [3:0] rv32i_mem_wmask;
typedef struct packed {
	rv32i_opcode opcode;
	logic [2:0] alumux_sel;
	logic [2:0] alumux2_sel;
	logic [1:0] exoutmux_sel;
	alu_ops aluop;
	branch_funct3_t cmpop;
	logic is_branch;
	logic is_jump;
	logic is_jalr;
	logic write_data;
	logic read_data;
	logic [3:0] write_mask;
	logic [2:0] load_type;
	logic wbmux_sel;
	logic load_regfile;
	logic instr_type_load;  
	logic instr_type_store;  
	logic forwarding_exempt;
} rv32i_control_word;
endpackage : rv32i_types
module perf_counter #(parameter width = 32)
(
    input   logic               clk,
    input   logic               write,
    input   logic [31:0]        address,
    input   logic [width-1:0]   datain,
    input   logic               inc_instr_cache_hit,  
    input   logic               inc_instr_cache_miss,
    input   logic               inc_data_cache_hit,  
    input   logic               inc_data_cache_miss,
    input   logic               inc_l2_cache_hit,  
    input   logic               inc_l2_cache_miss,
    input   logic               inc_branch_prediction_hit,  
    input   logic               inc_branches,
    input   logic               inc_pipeline_stalls,  
    output  logic               hit,
    output  logic [width-1:0]   dataout
);
    logic [8:0] hit_sig;
    logic [8:0] in_sig;
    logic [width-1:0] dataout_sig [8:0];
    assign hit = ~(hit_sig == 8'd0);
    assign in_sig[0] = inc_instr_cache_hit;  
    perf_counter_switch sw01(.clk, .in(inc_instr_cache_miss), .out(in_sig[1]));
    assign in_sig[2] = inc_data_cache_hit;  
    perf_counter_switch sw03(.clk, .in(inc_data_cache_miss), .out(in_sig[3]));
    assign in_sig[4] = inc_l2_cache_hit;  
    perf_counter_switch sw05(.clk, .in(inc_l2_cache_miss), .out(in_sig[5]));
    assign in_sig[6] = inc_branch_prediction_hit;  
    assign in_sig[7] = inc_branches;  
    assign in_sig[8] = inc_pipeline_stalls;  
    perf_counter_register #(
        .width(width),
        .MMaddress(32'h0000_0000)
    ) counter00(.hit(hit_sig[0]), .dataout(dataout_sig[0]), .increment(in_sig[0]), .*);
    perf_counter_register #(
        .width(width),
        .MMaddress(32'h0000_0001)
    ) counter01(.hit(hit_sig[1]), .dataout(dataout_sig[1]), .increment(in_sig[1]), .*);
    perf_counter_register #(
        .width(width),
        .MMaddress(32'h0000_0002)
    ) counter02(.hit(hit_sig[2]), .dataout(dataout_sig[2]), .increment(in_sig[2]), .*);
    perf_counter_register #(
        .width(width),
        .MMaddress(32'h0000_0003)
    ) counter03(.hit(hit_sig[3]), .dataout(dataout_sig[3]), .increment(in_sig[3]), .*);
    perf_counter_register #(
        .width(width),
        .MMaddress(32'h0000_0004)
    ) counter04(.hit(hit_sig[4]), .dataout(dataout_sig[4]), .increment(in_sig[4]), .*);
    perf_counter_register #(
        .width(width),
        .MMaddress(32'h0000_0005)
    ) counter05(.hit(hit_sig[5]), .dataout(dataout_sig[5]), .increment(in_sig[5]), .*);
    perf_counter_register #(
        .width(width),
        .MMaddress(32'h0000_0006)
    ) counter06(.hit(hit_sig[6]), .dataout(dataout_sig[6]), .increment(in_sig[6]), .*);
    perf_counter_register #(
        .width(width),
        .MMaddress(32'h0000_0007)
    ) counter07(.hit(hit_sig[7]), .dataout(dataout_sig[7]), .increment(in_sig[7]), .*);
    perf_counter_register #(
        .width(width),
        .MMaddress(32'h0000_0008)
    ) counter08(.hit(hit_sig[8]), .dataout(dataout_sig[8]), .increment(in_sig[8]), .*);
    always_comb
    begin
        unique case (address)
            32'h0000_0000 : dataout = dataout_sig[0];
            32'h0000_0001 : dataout = dataout_sig[1];
            32'h0000_0002 : dataout = dataout_sig[2];
            32'h0000_0003 : dataout = dataout_sig[3];
            32'h0000_0004 : dataout = dataout_sig[4];
            32'h0000_0005 : dataout = dataout_sig[5];
            32'h0000_0006 : dataout = dataout_sig[6];
            32'h0000_0007 : dataout = dataout_sig[7];
            32'h0000_0008 : dataout = dataout_sig[8];
            default : dataout = {width{1'b0}};
        endcase
    end
endmodule  
module perf_counter_switch (
	input   logic   clk,
	input   logic   in,
	output  logic   out
);
	logic last;
	assign out = in & ~last;
	always_ff @(posedge clk)
	begin
		last = in;
	end
endmodule  
module perf_counter_register #(
    parameter MMaddress = 32'h0000_0000,
    parameter width = 32
) (
    input   logic               clk,
    input   logic               write,
    input   logic [31:0]        address,
    input   logic               increment,
    input   logic [width-1:0]   datain,
    output  logic               hit,
    output  logic [width-1:0]   dataout
);
    logic override;
    assign hit = address == MMaddress;
    assign override = write & hit;
    register #(.width(width)) counter(
        .clk,
        .load(override | increment),
        .in(override ? datain : dataout + 32'd1),
        .out(dataout)
    );
endmodule  
module register #(parameter width = 32)
(
    input clk,
    input load,
    input [width-1:0] in,
    output logic [width-1:0] out
);
logic [width-1:0] data;
initial
begin
    data = 1'b0;
end
always_ff @(posedge clk)
begin
    if (load)
    begin
        data = in;
    end
end
always_comb
begin
    out = data;
end
endmodule : register
==> ./run.sh <==
#!/bin/bash
# OpenROAD 26Q1-2900-gdf79404cd8, Yosys 0.63+post, stock flow scripts
make -C /OpenROAD-flow-scripts/flow DESIGN_CONFIG=/design/flow/config.mk WORK_HOME=/design/flow/orfs finish
==> ./config.mk <==
export PLATFORM = sky130hd
export DESIGN_NAME = perf_counter
export DESIGN_NICKNAME = perf_counter
export VERILOG_FILES = /design/flow/design.v
export SDC_FILE = /design/flow/constraint.sdc
export NUM_CORES = 4
export LEC_CHECK = 1
export CORE_UTILIZATION = 50
==> ./constraint.sdc <==
current_design perf_counter

set clk_period 9.4
set clk_io_pct 0.2

create_clock -name clk0 -period $clk_period [get_ports {clk}]

set non_clock_inputs [all_inputs -no_clocks]
set_input_delay [expr $clk_period * $clk_io_pct] -clock clk0 $non_clock_inputs
set_output_delay [expr $clk_period * $clk_io_pct] -clock clk0 [all_outputs]
==> changes_impl.md <==
### Physical design

- Hpwl dp: 49500 microns
- Total Power: 3.28 mW
- Drt drc: 0
- Gpl congestion: 1.17
- Initial DRC Count: 1505
- Main flop type: edfxtp_1
- Cells along the critical path: clkdlybuf4s50_1 -> nor2_2 -> buf_4 -> nand3_1 -> nor4_2 -> buf_4 -> a2111oi_0 -> nand3_1 -> clkdlybuf4s50_1
- Fin crit share: 0.765
- CTS Buf Count: 37
- Pre-CTS setup slack: 2.34 ns
- Tmin final: 7.19 ns
- P&R area growth vs syn: 14.4%
- Row cnt: 71
- Setup tns final: 0 ns
- Worst slew pin tran: 1.03 ns
- Initial antenna violation count: 0
- Chip Area, Yosys: 19400 sq um
- Final-report hold violation count: 0
- Sink Count: 291
- Final core occ: 0.584
- EDFF count, synth: 288
- Synth Area per Inst: 9.50 sq um
- ANT cells: 0
- Worst hold path type: reg -> reg
- Post-cts resize count: 0
- Final setup skew: 0.0288 ns
- Syn Inst Count: 2039
- Arrival @ worst endpoint: 5.31 ns
- Static Leak: 7.18 nW
- Chip width: 199 microns
- Crit. Startpoint: address[3]
- Root Buffer: clkbuf_16
- Crit path capture type: primary output
- Final worst slack: 2.21 ns
- DP Area: 21000 sq um
- Total routed wirelength: 69300 microns
- Synth Seq Share: 0.449
- Setup-failing EPs final: 0
- Asr flop ratio synth: 0
- Synthesis Warnings: 4
- Core footprint: 37900 sq um
- Avg WL per Cell: 26.3 microns
- Max Cap Violations: 0
- CTS tree: done
- # H-tree levels: 2
- RSZ-0062 raised after global routing: no
- Worst-skew pair later-pin latency: 0.56 ns
- Hold Startpoint: counter07.counter.data[0]
- Gr ovfl total: 0
- Worst setup SP type: input port
- Vias in the first global route: 15700
- Worst path required time: 7.52 ns
- Yosys cell count: 2039
- CP max stage cell: a2111oi_0
- Crit-path max FO: 34
- Die area: 39500 sq um
- Post-CTS Setup Bufs: 0
- Mapped Area: 19400 sq um
- Die span in y: 199 microns
- Max-slew violations: 0
- Fp_density: 0.511
- Worst VDD drop: 0.000118 V
- Status: finished clean
- Port bufs: 107
- WP buf/inv: 4
- CP peak stage delay: 0.95 ns
- Via count: 16700
- Fin area: 22200 sq um
- First-pass GRT wire length: 102000 microns
- Via density: 6.34
- Pwr dens: 148 nW/um^2
- CTS Hold Bufs: 0
- Clock transition at path regs: 0.05 ns
- Synth flops: 291
- Top Family by Delay on Critical Path: buffers and inverters
- Clock Path Buffers: 3
- Critical R2R Launch: counter03.counter.data[7]
- Drt pass-1 iters: 5
- Setup CP Type: in -> out
- GRT Overall Usage: 0.380
- Tool warnings: 25
- # IOs: 108
- Final ANT Viol Nets: 0
- Share of layout cells above drive strength 1: 0.0888
- F_max: 139 MHz
- Slew margin rel.: 0.295
- Cell Type Count: 53
- Largest net degree at the start of global routing: 63
-- cells in the mapped netlist, types with 5 or more instances --
| library cell | n | area [sq um] |
|---|---|---|
| inv_1 | 36 | 135 |
| nor2b_1 | 5 | 31.3 |
| nand2b_1 | 6 | 37.5 |
| or4_1 | 6 | 45.0 |
| nor3_1 | 43 | 215 |
| edfxtp_1 | 288 | 8650 |
| nor4b_1 | 5 | 43.8 |
| a32oi_1 | 31 | 272 |
| mux2_1 | 21 | 236 |
| o21ai_0 | 9 | 45.0 |
| a22oi_1 | 88 | 661 |
| and2_1 | 10 | 62.6 |
| and3_1 | 34 | 213 |
| mux2_2 | 37 | 417 |
| or3_1 | 6 | 37.5 |
| nand3_1 | 117 | 586 |
| nand2_1 | 84 | 315 |
| buf_2 | 26 | 130 |
| buf_1 | 34 | 128 |
| nor4_1 | 44 | 275 |
| nand4_1 | 122 | 763 |
| nor2_1 | 294 | 1100 |
| mux2i_1 | 6 | 60.1 |
| nor4_2 | 11 | 138 |
| xor2_1 | 134 | 1170 |
| ha_1 | 9 | 113 |
| clkbuf_1 | 76 | 285 |
| and4_1 | 29 | 254 |
| a21oi_1 | 247 | 1240 |
| xnor2_1 | 135 | 1180 |
| mux2_4 | 6 | 90.1 |
-- logic make-up after synthesis --
kind of cell               after synthesis  synth area share
and+or+nand+nor                        841             0.227
AOI/OAI and AO/OA                      382             0.117
DFF                                    291             0.449
xor gates and xnor gates               269             0.122
buffers and inverters                  177            0.0373
muxes                                   70            0.0415
adders and majority gates                9           0.00581
-- placed cells by master, fill, tap and decap left out, types with 6 or more instances in the layout --
cell	synthesis	final
nor2_1	294	293
edfxtp_1	288	288
a21oi_1	247	247
xnor2_1	135	135
xor2_1	134	134
nand4_1	122	122
nand3_1	117	117
clkdlybuf4s50_1	0	106
a22oi_1	88	88
nand2_1	84	84
buf_4	3	59
nor3_1	43	40
nor4_1	44	38
clkbuf_16	0	38
mux2_2	37	37
inv_1	36	36
and3_1	34	34
a32oi_1	31	31
and4_1	29	29
mux2_1	21	21
nor4_2	11	17
and2_1	10	10
ha_1	9	9
clkbuf_1	76	9
clkinv_1	0	7
mux2i_1	6	6
o21ai_0	9	6
or4_1	6	6
or3_1	6	6
mux2_4	6	6
nand2b_1	6	6
-- final cells by class --
class / count / area (sq um)
clock buffer: 50 / 1030
clock inverter: 15 / 106
fill: 3255 / 15800
inverter: 36 / 135
multi-input combinational: 1571 / 10000
sequential: 291 / 8710
tap: 511 / 639
timing repair buffer: 166 / 1510
-- registers in the layout, summed over array words and instances, names as in the netlist --
register and cells:
counter03.counter.data 32, counter01.counter.data 32, counter06.counter.data 32, counter02.counter.data 32, counter04.counter.data 32, sw01.last 1, counter05.counter.data 32, sw05.last 1
counter08.counter.data 32, counter07.counter.data 32, sw03.last 1, counter00.counter.data 32
-- metal layers --
| layer | up-vias | GRT usage | part of all wire |
|---|---|---|---|
| met5 | - | 0 | 0 |
| met4 | 0 | 0.152 | 0.052 |
| met3 | 167 | 0.116 | 0.098 |
| met2 | 820 | 0.560 | 0.45 |
| met1 | 8011 | 0.552 | 0.39 |
| li1 | 7745 | - | - |
-- path summary, 6_finish.rpt --
path | slack [ns] | cells after the start | end
worst max-delay path | 2.21 | 9 | dataout[24]
worst min register to register | 0.67 | 1 | counter07.counter.data[0]
worst max register to register | 6.83 | 5 | counter03.counter.data[28]
worst min-delay path | 0.67 | 1 | counter07.counter.data[0]
-- metrics by stage --
step	std cells	hold WS, ns
after detailed placement	2575	0.654
final	2640	0.672
after CTS	2640	0.665
after global routing	2640	0.702
after global placement	2575	0.646
after floorplan	2039	0.593
-- power breakdown --
part           switching (mW)  internal, mW  leakage [nW]
sequential              0.106          1.52          2.81
clock                   0.568         0.791         0.556
combinational           0.165         0.127          3.82
total                   0.838          2.44          7.18
Power and IR drop assume default switching activity.
