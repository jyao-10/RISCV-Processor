==> flow/design.v <==
package rv32i_types;
typedef enum bit [6:0] {
	op_lui   = 7'b0110111,  
	op_auipc = 7'b0010111,  
	op_jal   = 7'b1101111,  
	op_jalr  = 7'b1100111,  
	op_br    = 7'b1100011,  
	op_load  = 7'b0000011,  
	op_store = 7'b0100011,  
	op_imm   = 7'b0010011,  
	op_reg   = 7'b0110011,  
	op_csr   = 7'b1110011   
} rv32i_opcode;
typedef enum bit [2:0] {
	beq  = 3'b000,
	bne  = 3'b001,
	blt  = 3'b100,
	bge  = 3'b101,
	bltu = 3'b110,
	bgeu = 3'b111
} branch_funct3_t;
typedef enum bit [2:0] {
	lb  = 3'b000,
	lh  = 3'b001,
	lw  = 3'b010,
	lbu = 3'b100,
	lhu = 3'b101
} load_funct3_t;
typedef enum bit [2:0] {
	sb = 3'b000,
	sh = 3'b001,
	sw = 3'b010
} store_funct3_t;
typedef enum bit [2:0] {
	add  = 3'b000,  
	sll  = 3'b001,
	slt  = 3'b010,
	sltu = 3'b011,
	axor = 3'b100,
	sr   = 3'b101,  
	aor  = 3'b110,
	aand = 3'b111
} arith_funct3_t;
typedef enum bit [2:0] {
	alu_add = 3'b000,
	alu_sll = 3'b001,
	alu_sra = 3'b010,
	alu_sub = 3'b011,
	alu_xor = 3'b100,
	alu_srl = 3'b101,
	alu_or  = 3'b110,
	alu_and = 3'b111
} alu_ops;
typedef logic [31:0] rv32i_word;
typedef logic [4:0] rv32i_reg;
typedef logic [3:0] rv32i_mem_wmask;
typedef struct packed {
	rv32i_opcode opcode;
	logic [2:0] alumux_sel;
	logic [2:0] alumux2_sel;
	logic [1:0] exoutmux_sel;
	alu_ops aluop;
	branch_funct3_t cmpop;
	logic is_branch;
	logic is_jump;
	logic is_jalr;
	logic write_data;
	logic read_data;
	logic [3:0] write_mask;
	logic [2:0] load_type;
	logic wbmux_sel;
	logic load_regfile;
	logic instr_type_load;  
	logic instr_type_store;  
	logic forwarding_exempt;
} rv32i_control_word;
endpackage : rv32i_types
module array #(parameter width = 256)
(
    input clk,
    input write,
    input [2:0] index,
    input [width-1:0] datain,
    output logic [width-1:0] dataout
);
logic [width-1:0] data [7:0]  ;
initial
begin
    for (int i = 0; i < $size(data); i++)
    begin
        data[i] = 1'b0;
    end
end
always_ff @(posedge clk)
begin
    if (write == 1)
    begin
        data[index] = datain;
    end
end
assign dataout = data[index];
endmodule : array
module cache (
	input	logic			clk,     
	output	logic			hit,
	output	logic			miss,
	input	logic	[31:0]	mem_address,
	output	logic	[31:0]	mem_rdata,
	input	logic	[31:0]	mem_wdata,
	input	logic			mem_read,
	input	logic			mem_write,
	input	logic	[3:0]	mem_byte_enable,
	output	logic			mem_resp,
	output	logic	[31:0]	pmem_address,
	input	logic	[255:0]	pmem_rdata,
	output	logic	[255:0]	pmem_wdata,
	output	logic			pmem_read,
	output	logic			pmem_write,
	input	logic			pmem_resp
);
	logic dirty, evict, read, commit;
	assign hit = (mem_read | mem_write) & ~miss;
	cache_control cache_ctrl0(.*);
	cache_datapath cache_dp0(.*);
endmodule
module cache_control (
	input	logic			clk,     
	input	logic			pmem_resp,
	input	logic			miss,
	input	logic			dirty,
	output	logic			evict,
	output	logic			read,
	output	logic			commit,
	output	logic			pmem_write,
	output	logic			pmem_read
);
enum int unsigned {
	s_hit,
	s_evict,
	s_read
} state, next_state;
always_comb
begin: state_actions
	pmem_write = 1'b0;
	pmem_read = 1'b0;
	evict = 1'b0;
	read = 1'b0;
	commit = 1'b0;
	case(state)
		s_hit: begin
		end
		s_evict: begin
			evict = 1'b1;
			pmem_write = 1'b1;
		end
		s_read: begin
			read = 1'b1;
			pmem_read = 1'b1;
			commit = pmem_resp;
		end
	endcase
end
always_comb
begin: next_state_logic
	next_state = state;
	case(state)
		s_hit: begin
			if (miss & dirty)
				next_state = s_evict; 
			else if (miss & ~dirty)
				next_state = s_read;
		end
		s_evict: if (pmem_resp)
			next_state = s_read;
		s_read: if (pmem_resp)
			next_state = s_hit;
		default: next_state = s_hit;
	endcase
end
always_ff @(posedge clk)
begin: next_state_assignment
	state <= next_state;
end
endmodule
module cache_datapath (
	input	logic			clk,     
	output	logic			miss,
	output	logic			dirty,
	input	logic			evict,
	input	logic			read,
	input	logic			commit,
	input	logic	[31:0]	mem_address,
	output	logic	[31:0]	mem_rdata,
	input	logic	[31:0]	mem_wdata,
	input	logic			mem_read,
	input	logic			mem_write,
	input	logic	[3:0]	mem_byte_enable,
	output	logic			mem_resp,
	output	logic	[31:0]	pmem_address,
	input	logic	[255:0]	pmem_rdata,
	output	logic	[255:0]	pmem_wdata
);
	logic [23:0] tag;
	assign tag = mem_address[31:8];
	logic [2:0] index;
	assign index = mem_address[7:5];
	logic [4:0] block_offset;
	assign block_offset = mem_address[4:0];
	logic [2:0] word_offset;
	assign word_offset = mem_address[4:2];
	logic [1:0] byte_offset;
	assign byte_offset = mem_address[1:0];
	logic way;
	logic tag_write_enable, tag_write_enable0, tag_write_enable1;
	logic [23:0] tag_in, tag_out0, tag_out1, tag_out;
	logic data_write_enable, data_write_enable0, data_write_enable1;
	logic [255:0] data_in, data_out0, data_out1, data_out;
	logic valid_write_enable, valid_write_enable0, valid_write_enable1;
	logic valid_in, valid_out0, valid_out1, valid_out;
	logic dirty_write_enable, dirty_write_enable0, dirty_write_enable1;
	logic dirty_in, dirty_out0, dirty_out1, dirty_out;
	logic lru_write_enable;
	logic lru_in, lru_out;
	logic hit, hit0, hit1;
	assign hit0 = (tag_out0 == tag) & valid_out0;
	assign hit1 = (tag_out1 == tag) & valid_out1;
	assign hit = hit0 | hit1;
	assign miss = (mem_read | mem_write) & ~hit;
	assign dirty = lru_out ? (dirty_out1 & valid_out1) : (dirty_out0 & valid_out0);  
	assign way = (evict | read) ? lru_out : hit1;
	assign mem_resp = hit & (mem_read | mem_write);
	logic [255:0] temp_out;
	assign temp_out = (data_out >> (8 * $unsigned(block_offset))) & 32'hFFFFFFFF;
	assign mem_rdata = temp_out[31:0];
	assign pmem_address = evict ? {tag_out, index, 5'b00000} : {tag, index, 5'b00000};
	assign pmem_wdata = data_out;
	assign tag_in = tag;
	assign valid_in = 1'b1;
	assign dirty_in = ~read;  
	assign lru_in = ~way;
	assign data_write_enable = read ? commit : (hit & mem_write & valid_out);
	assign dirty_write_enable = read ? commit : (hit & mem_write & valid_out);
	assign tag_write_enable = commit;
	assign valid_write_enable = commit;
	assign lru_write_enable = read ? commit : (hit & (mem_write | mem_read) & valid_out);
	logic [31:0] byte_mask;
	logic [255:0] byte_mask_full, input_full;
	assign byte_mask = {{8{mem_byte_enable[3]}}, {8{mem_byte_enable[2]}}, {8{mem_byte_enable[1]}}, {8{mem_byte_enable[0]}}};
	assign byte_mask_full = byte_mask << (8 * $unsigned(block_offset));
	assign input_full = mem_wdata << (8 * $unsigned(block_offset));	
	assign data_in = read ? pmem_rdata : ((data_out & ~byte_mask_full) | (input_full & byte_mask_full));
	assign tag_write_enable0 = tag_write_enable & ~way;
	assign tag_write_enable1 = tag_write_enable & way;
	array #(.width(24)) tag_store_arr0(.clk, .write(tag_write_enable0), .index, .datain(tag_in), .dataout(tag_out0));
	array #(.width(24)) tag_store_arr1(.clk, .write(tag_write_enable1), .index, .datain(tag_in), .dataout(tag_out1));
	mux2 #(.width(24)) tag_out_mux(.sel(way), .a(tag_out0), .b(tag_out1), .f(tag_out));
	assign data_write_enable0 = data_write_enable & ~way;
	assign data_write_enable1 = data_write_enable & way;
	array #(.width(256)) data_store_arr0(.clk, .write(data_write_enable0), .index, .datain(data_in), .dataout(data_out0));
	array #(.width(256)) data_store_arr1(.clk, .write(data_write_enable1), .index, .datain(data_in), .dataout(data_out1));
	mux2 #(.width(256)) data_out_mux(.sel(way), .a(data_out0), .b(data_out1), .f(data_out));
	assign valid_write_enable0 = valid_write_enable & ~way;
	assign valid_write_enable1 = valid_write_enable & way;
	array #(.width(1)) valid_store_arr0(.clk, .write(valid_write_enable0), .index, .datain(valid_in), .dataout(valid_out0));
	array #(.width(1)) valid_store_arr1(.clk, .write(valid_write_enable1), .index, .datain(valid_in), .dataout(valid_out1));
	mux2 #(.width(1)) valid_out_mux(.sel(way), .a(valid_out0), .b(valid_out1), .f(valid_out));
	assign dirty_write_enable0 = dirty_write_enable & ~way;
	assign dirty_write_enable1 = dirty_write_enable & way;
	array #(.width(1)) dirty_store_arr0(.clk, .write(dirty_write_enable0), .index, .datain(dirty_in), .dataout(dirty_out0));
	array #(.width(1)) dirty_store_arr1(.clk, .write(dirty_write_enable1), .index, .datain(dirty_in), .dataout(dirty_out1));
	mux2 #(.width(1)) dirty_out_mux(.sel(way), .a(dirty_out0), .b(dirty_out1), .f(dirty_out));
	array #(.width(1)) lru_store_arr(.clk, .write(lru_write_enable), .index, .datain(lru_in), .dataout(lru_out));
endmodule
module mux2 #(parameter width = 32)
(
	input sel,
	input [width-1:0] a, b,
	output logic [width-1:0] f
);
always_comb
begin
	if (sel == 0)
		f = a;
	else
		f = b;
	end
endmodule : mux2
==> flow/run.sh <==
#!/bin/bash
# OpenROAD 26Q1-2900-gdf79404cd8, Yosys 0.63+post, stock flow scripts
make -C /OpenROAD-flow-scripts/flow DESIGN_CONFIG=/design/flow/config.mk WORK_HOME=/design/flow/orfs finish
==> flow/config.mk <==
export PLATFORM = sky130hd
export DESIGN_NAME = cache
export DESIGN_NICKNAME = cache
export VERILOG_FILES = /design/flow/design.v
export SDC_FILE = /design/flow/constraint.sdc
export NUM_CORES = 4
export LEC_CHECK = 1
export CORE_UTILIZATION = 50
export SYNTH_MEMORY_MAX_BITS = 65536
==> flow/constraint.sdc <==
current_design cache

set clk_period 160.7
set clk_io_pct 0.2

create_clock -name clk0 -period $clk_period [get_ports {clk}]

set non_clock_inputs [all_inputs -no_clocks]
set_input_delay [expr $clk_period * $clk_io_pct] -clock clk0 $non_clock_inputs
set_output_delay [expr $clk_period * $clk_io_pct] -clock clk0 [all_outputs]
==> flow_summary.ini <==
; implementation run metrics
[global_route]
grt_pass1_wl_um = 1050000
grt_antenna_before_repair = 67
grt_max_degree = 97
grt-ovfl-total = 0
grt_usage_pct = 48.5
grt_pass1_vias = 124000

[final_timing]
relSlewSlack_pct = -6.02
max_freq_mhz = 13.6
fin_skew_ns = 0.132
slew_violations = 12
hold_violations = 0
period_needed_ns = 73.72
setup_tns_ns = 0
rsz0062_at_grt = no
worst_pin_slew_ns = 1.59
finalClockPeriodUsage_pct = 45.9
setup_violations = 0

[floorplan]
floorplan.core_util_pct = 50.3
die_h_um = 601
core_um2 = 356000
fp.dieW_um = 601
ios = 653
chipArea_um2 = 361000
rows = 219

[final_layout]
utilization_pct = 59.1
postLayoutCellArea_um2 = 211000
synthToLayoutAreaGrowth_pct = 17.5
comb_area_um2 = 40600
n_fill_cell = 25900
seq_area_um2 = 136000
layout-drive-gt1-share_pct = 15.7

[synth]
synthesis.instances = 11100
yosys_most_used_dff = edfxtp_1
ys_warn_count = 7
ys_area_um2 = 179000
synth_cell_type_count = 84
yosysSeqAreaShare_pct = 75.7
async_reset_ff_share_pct = 0
syn-cell-area_um2 = 179000
ys_cells = 11100
synth_flop_count = 4522
syn_area_per_cell_um2 = 16.2
synth-edff-count = 4506

[worst_setup_path]
cp.required_ns = 128.56
start_kind = input port
path_cells = buf_8 -> buf_4 -> buf_4 -> mux2i_1 -> a22o_1 -> o21ai_0 -> nand3_1 -> or4_1 -> or4b_4 -> nand2_8 -> buf_4 -> buf_4 -> buf_4 -> mux2_2 -> mux2i_1 -> o22ai_1 -> nor3_1 -> buf_4 -> o311ai_0 -> buf_4 -> clkdlybuf4s50_1
r2r_setup_slack_ns = 150.56
crit_family = buffers and inverters
critPathArrivalTime_ns = 41.58
cp.buffers_inverters = 9
reg2reg_to = cache_dp0.data_store_arr1.data[3][197]
reg2reg_depth = 18
end_kind = primary output
r2r-start = cache_dp0.tag_store_arr1.data[0][2]
slowest_delay_ns = 0.86
worst-setup-path-type = input port to primary output
worstPathMaxFanout = 64
slowest_stage = or4_1
cp_common_cell = buf_4

[cts]
cts_tree = done
cts-root-buf = clkbuf_16
ctsResizeCount = 0
clkSinkCount = 4522
h-tree-depth = 5
cts_buffers = 438
ctsHoldBuffers = 0
ctsLongestPathBuffers = 4
cts_setup_buffers = 0
insertion_delay_ns = 1.04
clk_pin_slew_ns = 0.06

[outcome]
status = finished, violations left
violations = max-capacitance violations, max-slew violations

[drt]
ant_nets = 0
vias = 119000
dr.max_layer_used = met5
drt_pass1_iterations = 28
drt_iter0_drc = 10500
viasPerCell = 6.83
drt-met1-wl_um = 233000
wl_per_cell_um = 44.9
met3WireLength_um = 146000
wl_met2_um = 343000
drc = 0
postRouteWirelength_um = 786000

[place]
placed_area_um2 = 196000
port_buffers = 647
gp_congestion = 1.08
hpwl_um = 520000

[min_path]
hold_path.class = register to register
min_from = cache_dp0.valid_store_arr0.data[7]
hold_path_end = cache_dp0.valid_store_arr0.data[7]
hold_depth = 1

[power_and_ir_drop]
powerDensity_nw_per_um2 = 17.3
p_leak_uw = 0.0683
ir_drop_mv = 0.0130
power_uw = 3640

[run]
warning_count = 28
maxCapViolations = 1
==> power by group <==
part           internal, uW  switching, uW  leakage, uW
logic                   264            781       0.0203
registers              1560           8.51       0.0409
clock network           581            446      0.00704
==> per-stage QoR <==
step	hold WS [ns]	instances	setup WS [ns]
6_report	0.438	17500	86.98
2_1_floorplan	0.411	11100	92.47
5_1_grt	0.458	17400	86.88
3_3_place_gp	0.421	16600	87.17
4_1_cts	0.441	17400	87.12
3_5_place_dp	0.424	16600	87.17
==> sequential cells by signal, indices dropped and copies added (netlist names) <==
signal,cells
cache_dp0.data_store_arr0.data,2048
cache_dp0.data_store_arr1.data,2048
cache_dp0.tag_store_arr0.data,192
cache_ctrl0.state,2
cache_dp0.lru_store_arr.data,8
cache_dp0.dirty_store_arr0.data,8
cache_dp0.valid_store_arr1.data,8
cache_dp0.tag_store_arr1.data,192
cache_dp0.valid_store_arr0.data,8
cache_dp0.dirty_store_arr1.data,8
==> metal layers <==
metal / up-vias / GRT usage [%]
li1: 48300 / -
met5: - / 5.67
met4: 91 / 28.2
met1: 58600 / 55.9
met3: 1866 / 37.9
met2: 10600 / 64.8
==> worst max path at each step <==
stage | cells after the start | slack [ns] | endpoint | from
4_1_cts | 21 | 87.12 | mem_rdata[23] | mem_address[5]
5_1_grt | 21 | 86.88 | mem_rdata[23] | mem_address[5]
6_report | 21 | 86.98 | mem_rdata[23] | mem_address[5]
==> cell families after synthesis <==
| logic type | share of synthesized area [%] |
|---|---|
| other cells | 0.00209 |
| fa+ha+maj | 0.0209 |
| buf+inv | 1.99 |
| xor+xnor | 0.161 |
| mux | 4.43 |
| flops | 75.7 |
| simple gates | 4.18 |
| compound gates | 13.6 |
==> layout make-up <==
class                           count  share of cell area [%]
Sequential cell                  4522                    64.4
Multi-Input combinational cell   5693                    19.3
Timing Repair Buffer             1575                    6.48
Clock buffer                      527                    5.39
Tap cell                         4751                    2.82
Clock inverter                    287                    1.49
Inverter                           70                   0.129
Antenna cell                       54                  0.0641
==> synthesized netlist by cell type (all sizes together), types with 12 or more instances <==
cell	n	area (um^2)
a211oi	27	208
a21oi	346	1730
a221o	14	140
a221oi	368	3220
a222oi	21	210
a22o	300	2630
a22oi	1408	10600
a2bb2oi	13	114
a31oi	64	400
and2	20	125
and3	23	144
and4	14	123
buf	279	1290
clkbuf	536	2010
dfxtp	16	320
edfxtp	4506	135000
inv	69	262
mux2	239	2700
mux2i	392	3940
mux4	58	1310
nand2	576	2180
nand2b	12	75.1
nand3	133	666
nand4	291	1820
nor2	381	1440
nor3	79	395
nor4	16	100
o211ai	62	465
o21ai	441	2210
o221ai	42	368
o22a	66	578
o22ai	65	407
or2	18	113
or3	28	175
xnor2	24	210
==> placed cells by master (no fill, tap or decap), types with 21 or more instances in the layout <==
cell / instances
and3_1: 23
clkinv_16: 21
mux2i_1: 390
nand3_1: 133
xnor2_1: 24
a31oi_1: 60
o221ai_1: 42
or3_1: 28
clkbuf_16: 438
o22ai_1: 62
clkinv_2: 92
edfxtp_1: 4506
nor2_1: 320
a22oi_1: 1408
a221oi_1: 368
clkdlybuf4s50_1: 640
a22o_1: 300
buf_4: 913
o21ai_1: 50
nand2_1: 573
nor3_1: 77
nor2_4: 26
bufinv_16: 46
inv_1: 61
a21oi_1: 344
a222oi_1: 21
mux4_2: 58
o22a_1: 66
nor2_2: 35
nand4_1: 291
o21ai_0: 391
diode_2: 54
mux2_2: 238
clkinv_1: 103
clkbuf_1: 83
o211ai_1: 62
==> worst reg2reg max path: cells and delay by family, from the launching register on <==
family	cells	cell delay, ns
mux	2	0.71
xor+xnor	1	0.37
flops	1	0.37
simple gates	6	3.38
compound gates	2	0.74
buf+inv	7	4.09
Power figures rest on the tool's default switching activity, not on a simulated workload.
